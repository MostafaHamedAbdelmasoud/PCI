**flow/design.v**
```verilog
`timescale 1us / 1ps
module arbiter(clk,req,gnt);
input clk;
input [3:0] req;
output reg [3:0] gnt;
reg [3:0] wgnt;
always @(posedge clk)
begin
	if(req[0]==0) begin
		wgnt <= 4'b1110;
	end
	else if (req[1]==0) begin
		wgnt <= 4'b1101;
	end
	else if (req[2]==0) begin
		wgnt <= 4'b1011;
	end
	else if (req[3]==0) begin
		wgnt <= 4'b0111;
	end
	else begin
		wgnt <= 4'b1111;
	end
end
always @(negedge clk) begin
	gnt <= wgnt;
end
endmodule
```
**flow/run.sh**
```bash
#!/bin/bash
# OpenROAD 26Q1-2900-gdf79404cd8, Yosys 0.63+post, stock flow scripts
make -C /OpenROAD-flow-scripts/flow DESIGN_CONFIG=/design/flow/config.mk WORK_HOME=/design/flow/orfs finish
```
**flow/config.mk**
```make
export PLATFORM = sky130hd
export DESIGN_NAME = arbiter
export DESIGN_NICKNAME = arbiter
export VERILOG_FILES = /design/flow/design.v
export SDC_FILE = /design/flow/constraint.sdc
export NUM_CORES = 4
export LEC_CHECK = 1
export CORE_AREA = 10 10 70 70
export DIE_AREA = 0 0 80 80
```
**flow/constraint.sdc**
```tcl
current_design arbiter

set clk_period 1.0
set clk_io_pct 0.2

create_clock -name clk0 -period $clk_period [get_ports {clk}]

set non_clock_inputs [all_inputs -no_clocks]
set_input_delay [expr $clk_period * $clk_io_pct] -clock clk0 $non_clock_inputs
set_output_delay [expr $clk_period * $clk_io_pct] -clock clk0 [all_outputs]
```
==> summary.txt <==
flow finished, numbers: top routing layer in use met3, required time at the worst-slack endpoint 0.80 ns, synthesized instance count 12, metal2 WL 83 um, RSZ-0062 raised after global routing true, number of core rows 21, number of storage elements in the synthesis netlist 8, synthesis warning total 1, status complete, but fails checks, clock-pin slew reported for the worst setup and hold paths after clock tree synthesis 0.05 ns, chip area estimate from yosys synthesis 186 sq um, slew at the pin with the worst max-slew slack 0.126 ns, power share of the clock group 0.458, end of the worst register-to-register path gnt[2]$_DFF_N_, total I/O pin count 9, # H-tree levels 1, number of vias after detailed routing 138, average vias per placed instance 1.89, drt first-iter violations 0, Leakage 0.134 nW, cell depth of the worst min-delay path 2, WP data arrival 1.22 ns, Hold Path Sink wgnt[3]$_SDFF_PN1_, depth of the most critical reg-to-reg path 0, die height 80 um, classification of the worst setup path register to output port, worst-path maximum fanout 1, reported net switching power 0.000149 W, Post-Synthesis Mean Instance Area 15.5 sq um, slowest library cell on the worst path sky130_fd_sc_hd__dfxtp_2, area leader, netlist sky130_fd_sc_hd__dfxtp_1, clock tree skew after final layout 0.0564 ns, fraction of the yosys area taken by sequential cells 0.859, placer congestion estimate 0.623, Hold Buf Count CTS 0, first-pass GRT wire length 745 um, number of clock sinks seen by CTS 8, cell count listed in synth_stat.txt 12, number of CTS-inserted buffers 3, Int Pwr 0.000530 W, number of endpoints with negative hold slack in the final report 0, post-route met1 wirelength 238 um, number of nets with antenna violations after routing 0, number of design rule violations left after detail routing 0, netlist area before placement 186 sq um, root buf cell sky130_fd_sc_hd__clkbuf_4, power density normalized to cell area 1960 mW/mm^2, drt first pass iters 1, Finished Core Util 0.101, HP Class primary input to register, dominant cells by area after synthesis sky130_fd_sc_hd__dfxtp_1 (86%), sky130_fd_sc_hd__nand4b_1 (4.7%), sky130_fd_sc_hd__nand3b_1 (4.0%), Seq pwr share 0.500, post-layout worst setup margin -0.416 ns, Unique masters post-synth 5, number of antenna violations at the first check in global routing 0, largest stage delay on the critical path 0.30 ns, Buf/Inv on CP 1, Top Family by Delay on Critical Path flip-flops, Critical Path End Type output port, Top cells excl fill/tap sky130_fd_sc_hd__inv_1 (4), sky130_fd_sc_hd__dfxtp_2 (4), sky130_fd_sc_hd__clkdlybuf4s50_1 (4), sky130_fd_sc_hd__buf_2 (4), sky130_fd_sc_hd__dfxtp_1 (4), overall die area 0.00640 sq mm, share of the synthesized area in the top cell type 0.859, number of setup buffers added after CTS 0, Total Routed Length 420 um, final antenna diode count 0, pin count of the biggest net entering global routing 6, violated checks negative setup slack, worst relative slew slack 0.916, FF-to-FF setup slack 0.15 ns, Die Wd 80 um, reg2reg start wgnt[2]$_SDFF_PN1_, Hold Crit Start req[2], count of port buffers added during placement 8, gr ovfl total 0, worst supply voltage drop on vdd 1.04 mV, routed length on met3 98 um, TritonCTS clock tree yes, Routed wire per std cell 5.75 um, setup violators final 4, share of cells above drive strength 1 0.407, core box area 0.00342 sq mm, critical path, cell by cell buf_2, Critical Path Source Type register, number of global-route vias before repair 171, fp_density 0.0546, total power after layout 0.000679 W, proportion of total power due to net switching 0.219, relative area change from synthesis to final layout 85.9%, insertion delay to the later sink of the worst-skew pair 0.31 ns, final number of max-transition violations 0, max-cap viol count 0, number of buffers on the longest clock path 2, stage-log warning count 31, global routing usage summed across all routing layers 0.0163, combinational share of power 0.042
per-layer routing:
| layer | track usage | up-vias |
|---|---|---|
| met3 | 0.0239 | 0 |
| met1 | 0.0214 | 54 |
| met5 | 0 | - |
| met4 | 0.00704 | 0 |
| met2 | 0.0104 | 15 |
| li1 | - | 69 |
worst max-delay path by stage:
stage,startpoint,to,slack [ns],cells past startpoint
4_1_cts,gnt[0]$_DFF_N_,gnt[0],-0.43,1
5_1_grt,gnt[3]$_DFF_N_,gnt[3],-0.48,1
6_report,gnt[3]$_DFF_N_,gnt[3],-0.42,1
cell type report:
cell class	instances	area, sq um
timing repair buffer	8	60.1
multi-input combinational	3	22.5
clock buffer	4	26.3
fill	405	3070
tap	46	57.6
clock inverter	4	15.0
sequential	8	165
synth_stat cells:
cell,count
sky130_fd_sc_hd__dfxtp_1,8
sky130_fd_sc_hd__inv_1,1
sky130_fd_sc_hd__nand2b_1,1
sky130_fd_sc_hd__nand3b_1,1
sky130_fd_sc_hd__nand4b_1,1
timing repair:
item / 4_1_cts / 5_1_grt
pin swaps: 0 / 0
setup endpoints to repair: 4 / 4
gates resized: 13 / 4
cloned: 0 / 0
cell families after synthesis:
group | after synthesis | synth area share
buf+inv | 1 | 0.0201
flops | 8 | 0.859
simple gates | 3 | 0.121
stage by stage:
stage          setup TNS (ns)  instance area, sq um  hold WS, ns  setup WS, ns  cells
5_1_grt                 -1.88                   347        0.468        -0.481     73
3_5_place_dp            -1.94                   324        0.734        -0.489     66
6_report                -1.66                   347        0.476        -0.416     73
3_3_place_gp            -1.92                   324        0.719        -0.481     66
4_1_cts                 -1.70                   342        0.468        -0.428     73
2_1_floorplan               0                   186        0.228        0.0385     12
power groups by stage:
stage     combinational [W]  sequential (W)  clock [W]
4_1_cts           0.0000292        0.000338   0.000327
5_1_grt           0.0000313        0.000341   0.000384
6_report          0.0000285        0.000339   0.000311
registers in the layout, summed over array words and instances, names as in the netlist:
register	flops
wgnt	4
gnt	4
Power figures rest on the tool's default switching activity, not on a simulated workload.
