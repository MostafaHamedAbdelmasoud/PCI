File: design/flow/config.mk
export PLATFORM = sky130hd
export DESIGN_NAME = Device_Controller
export DESIGN_NICKNAME = Device_Controller
export VERILOG_FILES = /design/flow/design.v
export SDC_FILE = /design/flow/constraint.sdc
export NUM_CORES = 4
export LEC_CHECK = 1
export CORE_UTILIZATION = 50
File: design/flow/constraint.sdc
current_design Device_Controller

set clk_period 4.1
set clk_io_pct 0.2

create_clock -name clk0 -period $clk_period [get_ports {clk}]

set non_clock_inputs [all_inputs -no_clocks]
set_input_delay [expr $clk_period * $clk_io_pct] -clock clk0 $non_clock_inputs
set_output_delay [expr $clk_period * $clk_io_pct] -clock clk0 [all_outputs]
File: design/flow/design.v
`timescale 1us / 1ps
module Device_Controller(clk,reset,frame,AD,C_BE,irdy,trdy,DevSel,req,gnt,
force_request,ADTC,CB,Device_Address,init,trgt);
input clk,reset,gnt,force_request;
input [31:0] ADTC,Device_Address;
input [3:0] CB;
inout frame,irdy,trdy,DevSel;
output reg req,init,trgt;
inout [31:0] AD;
inout [3:0] C_BE;
reg frm,irdyB,trdyB,ds,rw;
reg [3:0] CMD,BE;
reg [31:0] ADB,data;
reg [1:0] role;
reg [2:0] state,previous_state,counter,DPh;
reg [31:0] memory [0:7];   
reg [2:0] mp;              
parameter
	target=2'b00,
	initiator=2'b01,
	none=2'b11;
parameter[2:0] 
	idle=3'b000,
	bus_granted=3'b001,
	device_select=3'b010,
	RDY=3'b011,
	Check=3'b100,
	transaction=3'b101;
assign frame = frm;
assign irdy = irdyB;
assign trdy = trdyB;
assign DevSel = ds;
assign AD = ADB;
assign C_BE = CMD;
always @(force_request, reset, state, previous_state)
begin
	if(reset) begin
		req <= 1'b1;
		role <= none;
	end
	else if(!force_request) begin
		req <= 1'b0;	
	end
	else if(previous_state == bus_granted && counter==3'b001) begin
		req <= 1'b1;
	end
	if(state == bus_granted) begin
		role <= initiator;
	end
	else if(state == device_select) begin
		role <= target;
	end
	else if(gnt && frame && irdy && previous_state == idle) begin
		role <= none;
	end
end
always @(posedge clk)
begin
	if(reset) begin
		counter <= 3'b000;
	end
	else if(!force_request && role == initiator && previous_state == transaction && DPh==3'b000) begin     
      counter <= counter; 
	end
	else if(!force_request) begin     
      counter <= counter + 3'b001; 
	end
	else if(role == initiator && previous_state == transaction && DPh==3'b000 && counter!=3'b000) begin
		counter <= counter - 3'b001;
	end
	if(!gnt && frame && irdy && (previous_state == transaction || previous_state == idle || role == none)) begin
		state <= bus_granted;
	end
	else if(AD == Device_Address && !frame && irdy && (previous_state == idle || role == none)) begin
		state <= device_select;
		rw <= C_BE[0];
		DPh <= C_BE[3:1];
	end
	else if(previous_state == bus_granted || (previous_state == device_select && rw==1'b0)) begin
		state <= RDY;
		if(init) begin
			rw <= CMD[0];
			DPh <= CMD[3:1];
		end
	end
	else if(rw==1'b0 && previous_state == RDY && init) begin
		state <= Check;
	end
	else if(!irdy && !trdy) begin
		if((init && !rw) || (trgt && rw)) begin
			data <= AD;
			if(trgt && rw) begin
				BE <= C_BE;
			end
		end
		if(previous_state == Check || previous_state == RDY || (previous_state == device_select && rw==1'b1)) begin
			state <= transaction;
		end
		else if(DPh!=3'b000) begin
			DPh <= DPh - 3'b001;
		end
	end
	else if(gnt && frame && irdy && previous_state == transaction) begin
		state <= idle;
	end
end
always @(negedge clk)
begin
	if(role == initiator)
	begin
		case(state)
			idle: begin
				frm <= 1'bz;
				irdyB <= 1'bz;
				init <= 1'b0;
			end
			bus_granted: begin
				init <= 1'b1;
				trgt <= 1'b0;
				trdyB <= 1'bz;
				ds <= 1'bz;
				frm <= 1'b0;
				irdyB <= 1'b1;
				ADB <= ADTC;
				CMD <= CB;
			end
			RDY: begin
				irdyB <= 1'b0;
				CMD <= CB;
				if(rw==1'b0) begin
					ADB <= {32{1'bz}};
				end
				else if(rw==1'b1) begin
					ADB <= {4{Device_Address[7:0]}};
					if(DPh==3'b000) begin
						frm <= 1'b1;
					end
				end
			end
			Check: begin
				if(DPh==3'b000) begin
					frm <= 1'b1;
				end
			end
			transaction: begin
				CMD <= CB;
				if(DPh==3'b001) begin
					frm <= 1'b1;
				end
				else if(DPh==3'b000) begin
					irdyB <= 1'b1;
					ADB <= {32{1'bz}};
					CMD <= 4'bzzzz;
					mp <= 3'b000;
				end
				if(rw==1'b0) begin
					memory[mp] <= data;
					if(DPh!=3'b000) begin
						mp <= mp + 3'b001;
					end
				end
			end
		endcase
	end
	else if(role == target)
	begin
		case(state)
			idle: begin
				trdyB <= 1'bz;
				ds <= 1'bz;
				trgt <= 1'b0;
			end
			device_select: begin
				trgt <= 1'b1;
				init <= 1'b0;
				frm <= 1'bz;
				irdyB <= 1'bz;
				ds <= 1'b0;
				if(rw==1'b1) begin
					trdyB <= 1'b0;
				end
				else if(rw==1'b0) begin
					trdyB <= 1'b1;
				end
			end
			RDY: begin
				if(rw==1'b0) begin
					ADB <= {4{Device_Address[7:0]}};
					trdyB <= 1'b0;
				end
				else if(rw==1'b1) begin
					ADB <= {32{1'bz}};
				end
			end
			transaction: begin
				if(DPh==3'b000) begin
					trdyB <= 1'b1;
					ds <= 1'b1;
					ADB <= {32{1'bz}};
					mp <= 3'b000;
				end
				if(rw==1'b1) begin
					if(BE[0]==1'b1) begin
						memory[mp][7:0] <= data[7:0];
					end
					if(BE[1]==1'b1) begin
						memory[mp][15:8] <= data[15:8];
					end
					if(BE[2]==1'b1) begin
						memory[mp][23:16] <= data[23:16];
					end
					if(BE[3]==1'b1) begin
						memory[mp][31:24] <= data[31:24];
					end
					if(DPh!=3'b000) begin
						mp <= mp + 3'b001;
					end
				end
			end
		endcase
	end
	else if(role == none) begin
		frm <= 1'bz;
		irdyB <= 1'bz;
		trdyB <= 1'bz;
		ds <= 1'bz;
		ADB <= {32{1'bz}};
		CMD <= 4'bzzzz;
		init <= 1'b0;
		trgt <= 1'b0;
		mp <= 3'b000;
	end
	previous_state <= state;
end
endmodule
File: design/flow/run.sh
#!/bin/bash
# OpenROAD 26Q1-2900-gdf79404cd8, Yosys 0.63+post, stock flow scripts
make -C /OpenROAD-flow-scripts/flow DESIGN_CONFIG=/design/flow/config.mk WORK_HOME=/design/flow/orfs finish
==> out/qor_table.md <==
| Stage | Metric | Value |
|---|---|---|
| placed design | Port Buffer Count | 74 |
| synth | Yosys warning total | 20 |
| synth | Synth Instances | 297 |
| synth | Synth top cell by count | sky130_fd_sc_hd__edfxtp_1 |
| synth | Mapped Avg Cell Area | 10.8 µm² |
| floorplanning | Die Y | 82.1 µm |
| clock tree | Count of hold-fix buffers inserted at cts | 0 |
| floorplanning | Cell Rows | 28 |
| synth | Largest area contributor in the netlist | sky130_fd_sc_hd__edfxtp_1 |
| synth | Dominant Register Cell | sky130_fd_sc_hd__edfxtp_1 |
| timing | Endpoints left unconstrained | 4 |
| floorplanning | I/O Pins | 115 |
| floorplanning | Starting density of the core | 52.9% |
| floorplanning | Die X-Extent | 82.1 µm |
| placed design | Placed Area | 4110 µm² |
| synth | Ys flops | 58 |
| placed design | Pre-CTS setup slack | 72.9 ps |
| outcome | Run status | stopped before the end |
| synth | Yosys Instances | 297 |
| clock tree | Post CTS Setup Buffer Count | 0 |
| synth | Number of unique standard cell types used by synthesis | 51 |
| outcome | First reported error | [error] [KeplerFormal.cpp:679] Workflow failed: Iso has multiple drivers: .C_BE1, C_BE[1]$_DFFE_NP_.Q0 |
| clock tree | PostCTS Resize Cnt | 1 |
| clock tree | CTS buffer count | 5 |
| placed design | Final RePlAce weighted congestion | 0.904 |
| synth | Count of flip-flops with a built-in enable after synthesis | 46 |
| clock tree | H-tree depth | 2 |
| clock tree | Root Driver | sky130_fd_sc_hd__clkbuf_8 |
| synth | List of most frequent post-synthesis cells | sky130_fd_sc_hd__edfxtp_1, sky130_fd_sc_hd__a21o_1, sky130_fd_sc_hd__xnor2_1 |
| synth | Fraction of registers with async set/reset | 0% |
| timing | Register pins left without a clock | 3 |
| synth | Yosys top cell area share | 43.1% |
| clock tree | CTS max path bufs | 2 |
| synth | Chip area from the yosys synthesis statistics | 3210 µm² |
| synth | Syn Std Cell Area | 3210 µm² |
| placed design | Detailed placer's ending HPWL | 5880 µm |
| synth | Main area contributors | sky130_fd_sc_hd__edfxtp_1, sky130_fd_sc_hd__xnor2_1, sky130_fd_sc_hd__a21o_1 |
| placed design | Inst Count DP | 446 |
| outcome | Exit stage | 4_1_cts |
## logic make-up after synthesis
group / count (synthesis) / share of synthesized area, %
buffers and inverters: 24 / 3.20
muxes: 3 / 1.01
AOI/OAI and AO/OA: 70 / 14.9
adders and majority gates: 7 / 2.73
DFF: 55 / 48.7
xor gates and xnor gates: 38 / 10.4
and+or+nand+nor: 97 / 17.7
latches: 3 / 1.40
## stage by stage
stage / utilization [%] / power (mW)
3_3_place_gp: 67.8 / 2.20
3_5_place_dp: 67.8 / 2.21
2_1_floorplan: - / 1.82
Power is estimated from default activity; no workload was simulated.
